File: ./constraint.sdc
current_design multiplier

set clk_period 27.5
set clk_io_pct 0.2

create_clock -name clk0 -period $clk_period [get_ports {clk}]

set non_clock_inputs [all_inputs -no_clocks]
set_input_delay [expr $clk_period * $clk_io_pct] -clock clk0 $non_clock_inputs
set_output_delay [expr $clk_period * $clk_io_pct] -clock clk0 [all_outputs]
File: ./run.sh
#!/bin/bash
# OpenROAD 26Q1-2900-gdf79404cd8, Yosys 0.63+post, stock flow scripts
make -C /OpenROAD-flow-scripts/flow DESIGN_CONFIG=/design/flow/config.mk WORK_HOME=/design/flow/orfs finish
File: ./config.mk
export PLATFORM = sky130hd
export DESIGN_NAME = multiplier
export DESIGN_NICKNAME = multiplier
export VERILOG_FILES = /design/flow/design.v
export SDC_FILE = /design/flow/constraint.sdc
export NUM_CORES = 4
export LEC_CHECK = 1
export CORE_UTILIZATION = 30
File: ./design.v
module cla32 (a, b, s, ci, co);
	input[31:0] a, b;
	input ci;
	output [31:0] s;
	output co;
	wire w0, w1, w2, w3, w4, w5, w6;
	cla4 U0_cla4(.a(a[3:0]), .b(b[3:0]), .s(s[3:0]), .ci(ci), .co(w0));
	cla4 U1_cla4(.a(a[7:4]), .b(b[7:4]), .s(s[7:4]), .ci(w0), .co(w1));
	cla4 U2_cla4(.a(a[11:8]), .b(b[11:8]), .s(s[11:8]), .ci(w1), .co(w2));
	cla4 U3_cla4(.a(a[15:12]), .b(b[15:12]), .s(s[15:12]), .ci(w2), .co(w3));
	cla4 U4_cla4(.a(a[19:16]), .b(b[19:16]), .s(s[19:16]), .ci(w3), .co(w4));
	cla4 U5_cla4(.a(a[23:20]), .b(b[23:20]), .s(s[23:20]), .ci(w4), .co(w5));
	cla4 U6_cla4(.a(a[27:24]), .b(b[27:24]), .s(s[27:24]), .ci(w5), .co(w6));
	cla4 U7_cla4(.a(a[31:28]), .b(b[31:28]), .s(s[31:28]), .ci(w6), .co(co));
endmodule
module cla4(a, b, ci, s, co);
input [3:0] a, b;
input ci;
output [3:0] s;
output co;
wire [3:0] c;
fa_v2 fa0 (.a(a[0]), .b(b[0]), .ci(ci), .s(s[0]));
fa_v2 fa1 (.a(a[1]), .b(b[1]), .ci(c[0]), .s(s[1]));
fa_v2 fa2 (.a(a[2]), .b(b[2]), .ci(c[1]), .s(s[2]));
fa_v2 fa3 (.a(a[3]), .b(b[3]), .ci(c[2]), .s(s[3]));
clb4 clb4 (.a(a), .b(b), .ci(ci), .c1(c[0]), .c2(c[1]), .c3(c[2]), .co(co));
endmodule
module cla64 (a, b, s, ci, co);
	input [63:0] a, b;
	input ci;
	output [63:0] s;
	output co;
	wire w;
	cla32 U0_cla32(.a(a[31:0]),.b(b[31:0]),.ci(ci),.s(s[31:0]),.co(w));
	cla32 U1_cla32(.a(a[63:32]),.b(b[63:32]),.ci(w),.s(s[63:32]),.co(co));
endmodule
module clb4(a, b, ci, c1, c2, c3, co);	 
	input [3:0] a, b;							 
	input ci;									 
	output c1, c2, c3, co;					 
	wire [3:0] g, p;							 
	wire w0_c1;									 
	wire w0_c2, w1_c2;						 
	wire w0_c3, w1_c3, w2_c3;				 
	wire w0_co, w1_co, w2_co, w3_co; 	 
	_and2 U0_and2(a[0], b[0], g[0]);		 
	_and2 U1_and2(a[1], b[1], g[1]);		 
	_and2 U2_and2(a[2], b[2], g[2]);		 
	_and2 U3_and2(a[3], b[3], g[3]);		 
	_or2 	U4_or2(a[0], b[0], p[0]);		 
	_or2 	U5_or2(a[1], b[1], p[1]);		 
	_or2 	U6_or2(a[2], b[2], p[2]);		 
	_or2 	U7_or2(a[3], b[3], p[3]);		 
	_and2 U8_and2(p[0], ci, w0_c1);		 
	_or2 U9_or2(g[0], w0_c1, c1);			 
	_and2 U10_and2(p[1], g[0], w0_c2);	 
	_and3 U11_and3(p[1], p[0], ci, w1_c2 );  
	_or3 U12_or3(g[1], w0_c2, w1_c2, c2);	  
	_and2 U13_and2(p[2], g[1], w0_c3);	 
	_and3 U14_and3(p[2], p[1], g[0], w1_c3);	 
	_and4 U15_and4(p[2], p[1], p[0], ci, w2_c3);	 
	_or4 U16_or4(g[2], w0_c3, w1_c3, w2_c3, c3);	 
	_and2 U17_and2(p[3], g[2], w0_co);								 
	_and3 U18_and3(p[3], p[2], g[1], w1_co);						 
	_and4 U19_and4(p[3], p[2], p[1], g[0], w2_co);				 
	_and5 U20_and6(p[3], p[2], p[1], p[0], ci, w3_co);			 
	_or5 U21_or6(g[3], w0_co, w1_co, w2_co, w3_co, co);		 
endmodule									 
module fa_v2(a,b,ci,s);
input a,b,ci;
output s;
wire w0;
_xor2 xor20(.a(a), .b(b), .y(w0));
_xor2 xor21(.a(w0), .b(ci), .y(s));
endmodule
module _inv(a,y); 
input a;
output y;
assign y=~a;
endmodule
module _nand2(a,b,y);
input a,b;
output y;
assign y=~(a&b);
endmodule
module _and2(a,b,y);
input a,b;
output y;
assign y=a&b;
endmodule
module _or2(a,b,y);
input a,b;
output y;
assign y=a|b;
endmodule
module _xor2(a,b,y);
input a, b;
output y;
wire inv_a, inv_b;
wire w0, w1;
_inv U0_inv(.a(a), .y(inv_a));
_inv U1_inv(.a(b), .y(inv_b));
_and2 U2_and2(.a(inv_a), .b(b), .y(w0));
_and2 U3_and2(.a(a),.b(inv_b), .y(w1));
_or2 U4_or2(.a(w0), .b(w1),.y(y));
endmodule
module _and3(a,b,c,y);
input a,b,c;
output y;
assign y=a&b&c;
endmodule
module _and4(a,b,c,d,y);
input a,b,c,d;
output y;
assign y=a&b&c&d;
endmodule
module _and5(a,b,c,d,e,y);
input a,b,c,d,e;
output y;
assign y=a&b&c&d&e;
endmodule
module _or3(a,b,c,y);
input a,b,c;
output y;
assign y=a|b|c;
endmodule
module _or4(a,b,c,d,y);
input a,b,c,d;
output y;
assign y=a|b|c|d;
endmodule
module _or5(a,b,c,d,e,y);
input a,b,c,d,e;
output y;
assign y=a|b|c|d|e;
endmodule
module _inv_4bits(a,y);
input [3:0] a;
output [3:0] y;
assign y=~a;
endmodule
module _and2_4bits(a,b,y);
input [3:0] a,b;
output [3:0] y;
assign y=a&b;
endmodule
module _or2_4bits(a,b,y);
input [3:0] a,b;
output [3:0] y;
assign y=a|b;
endmodule
module _xor2_4bits(a,b,y);
input [3:0] a,b;
output [3:0] y;
_xor2 U0_xor2(.a(a[0]), .b(b[0]), .y(y[0]));
_xor2 U1_xor2(.a(a[1]), .b(b[1]), .y(y[1]));
_xor2 U2_xor2(.a(a[2]), .b(b[2]), .y(y[2]));
_xor2 U3_xor2(.a(a[3]), .b(b[3]), .y(y[3]));
endmodule
module _xnor2_4bits(a,b,y);
input [3:0] a,b;
output [3:0] y;
wire [3:0] w0;
_xor2_4bits U0_xor2_4bits(.a(a), .b(b), .y(w0));
_inv_4bits U1_inv_4bits(.a(w0), .y(y));
endmodule
module _inv_32bits(a,y);
input [31:0] a;
output [31:0] y;
assign y=~a;
endmodule
module _and2_32bits(a,b,y);
input [31:0] a,b;
output [31:0] y;
assign y=a&b;
endmodule
module _or2_32bits(a,b,y);
input [31:0] a,b;
output [31:0] y;
assign y=a|b;
endmodule
module _xor2_32bits(a, b, y);
input [31:0] a, b;
output [31:0] y;
_xor2_4bits U0_xor2_4bits(.a(a[3:0]), .b(b[3:0]), .y(y[3:0]));
_xor2_4bits U1_xor2_4bits(.a(a[7:4]), .b(b[7:4]), .y(y[7:4]));
_xor2_4bits U2_xor2_4bits(.a(a[11:8]), .b(b[11:8]), .y(y[11:8]));
_xor2_4bits U3_xor2_4bits(.a(a[15:12]), .b(b[15:12]), .y(y[15:12]));
_xor2_4bits U4_xor2_4bits(.a(a[19:16]), .b(b[19:16]), .y(y[19:16]));
_xor2_4bits U5_xor2_4bits(.a(a[23:20]), .b(b[23:20]), .y(y[23:20]));
_xor2_4bits U6_xor2_4bits(.a(a[27:24]), .b(b[27:24]), .y(y[27:24]));
_xor2_4bits U7_xor2_4bits(.a(a[31:28]), .b(b[31:28]), .y(y[31:28]));
endmodule
module _xnor2_32bits(a, b, y);
input [31:0] a, b;
output [31:0] y;
_xnor2_4bits U0_xnor2_4bits(.a(a[3:0]), .b(b[3:0]), .y(y[3:0]));
_xnor2_4bits U1_xnor2_4bits(.a(a[7:4]), .b(b[7:4]), .y(y[7:4]));
_xnor2_4bits U2_xnor2_4bits(.a(a[11:8]), .b(b[11:8]), .y(y[11:8]));
_xnor2_4bits U3_xnor2_4bits(.a(a[15:12]), .b(b[15:12]), .y(y[15:12]));
_xnor2_4bits U4_xnor2_4bits(.a(a[19:16]), .b(b[19:16]), .y(y[19:16]));
_xnor2_4bits U5_xnor2_4bits(.a(a[23:20]), .b(b[23:20]), .y(y[23:20]));
_xnor2_4bits U6_xnor2_4bits(.a(a[27:24]), .b(b[27:24]), .y(y[27:24]));
_xnor2_4bits U7_xnor2_4bits(.a(a[31:28]), .b(b[31:28]), .y(y[31:28]));
endmodule
module multiplier(clk, reset_n, multiplier, multiplicand, op_start, op_clear, op_done, result, state, r_multiplier, count );
  input clk, reset_n;
  input op_start, op_clear;
  input [63:0] multiplier, multiplicand;
  output reg op_done;
  output [127:0] result;
  output reg[1:0] state;
  reg[1:0] next_state;
  reg signed [127:0] result;
  reg [127:0] next_result;
  output reg[63:0] count;
  reg[63:0] next_count;
  output reg [64:0] r_multiplier;
  reg [64:0] next_r_multiplier;
  reg [63:0] r_multiplicand;
  wire w0;
  parameter IDLE = 2'b00;
  parameter MULTIPLYING = 2'b01;
  parameter DONE = 2'b10;
	always @ (r_multiplicand, multiplicand, r_multiplier) begin
	if(r_multiplier[1] == 1'b1 && r_multiplier[0] == 1'b0) begin
	r_multiplicand = ~(multiplicand);
	end
	else if(r_multiplier[1] == 1'b0 && r_multiplier[0] == 1'b1) begin
	r_multiplicand = multiplicand;
	end
	else if(r_multiplier[1] == 1'b0 && r_multiplier[0] == 1'b0) begin
	r_multiplicand = 64'b0;
	end
	else if(r_multiplier[1] == 1'b1 && r_multiplier[0] == 1'b1) begin
	r_multiplicand = 64'b0;
	end
	end
  assign w0 = (r_multiplier[1] == 1'b1 && r_multiplier[0] == 1'b0);
  wire [127:0] w_result;
  assign w_result[63:0] = result[63:0];
  cla64 U0_cla64(.a(r_multiplicand[63:0]), .b(result[127:64]), .ci(w0), .s(w_result[127:64]), .co());
  always @(posedge clk or negedge reset_n)
    if (reset_n == 0) begin
      state <= IDLE;
      result <= 128'b0;
      count <= 64'h8000_0000_0000_0000;
      r_multiplier <= 64'b0;
    end
    else begin
      state <= next_state;
      result <= next_result;
      count <= next_count;
      r_multiplier <= next_r_multiplier;
    end
  always @(op_start, op_clear, op_done, state)
    case (state)
      IDLE :
			if (op_start == 1'b1)
				next_state = MULTIPLYING; 
			else
				next_state = IDLE;
      MULTIPLYING :
			if (op_clear == 1'b1) 
				next_state = IDLE; 
			else if (op_done == 1'b1) 
				next_state = DONE; 
			else
				next_state = MULTIPLYING;
      DONE :
			if (op_clear == 1'b1)
				next_state = IDLE; 
			else 
				next_state = DONE;
      default : next_state = 2'bx;
    endcase
  always @(r_multiplier, state, count, result, next_result, w_result, multiplier, multiplicand, op_clear)
    case (state)
      IDLE : next_result = 128'b0;
      MULTIPLYING : 	if (count == 64'b0) next_result = result;
							else
									next_result={w_result[127], w_result[127:1]};
      DONE : next_result = result;
      default : next_result = 128'bx;
    endcase
  always @(state, count, next_count, op_clear)
	case(state)
		IDLE : next_count = 64'h8000_0000_0000_0000;
		MULTIPLYING : next_count = {1'b0, count[63:1]};
		DONE: if (op_clear == 1) next_count = 64'h8000_0000_0000_0000; else next_count = count;
  endcase
  always @(state, r_multiplier, multiplier)
    case (state)
      IDLE : next_r_multiplier = {multiplier[63:0], 1'b0};
      MULTIPLYING : next_r_multiplier = {r_multiplier[64], r_multiplier[64:1]};  
      DONE : next_r_multiplier = r_multiplier;
      default : next_r_multiplier = 65'bx;
    endcase
  always @(op_clear, count) begin
    if (op_clear == 1) op_done = 0;
    else if (count == 64'b0) op_done = 1;
    else op_done = 0;
	end
endmodule
==> impl_metrics.json <==
{
  "p_leak_nw": 10.10,
  "ys_area_mm2": 0.01721,
  "synth_area_leader_cell": "dfrtp_1",
  "via_per_inst": 4.606,
  "clk_pin_slew_ns": 0.05,
  "max-clock-path-buffers": 3,
  "fp.dieH_um": 241.5,
  "cp_cell_sequence": "clkdlybuf4s50_1, nor2b_1, clkdlybuf4s50_1",
  "cts_setup_buffers": 0,
  "cts_root_buffer": "clkbuf_16",
  "r2r_end": "result[115]",
  "chip_area_mm2": 0.05832,
  "setup_tns_ns": 0,
  "synth-edff-count": 0,
  "power.total_mw": 1.150,
  "async_flop_share_pct": 66.84,
  "synthCells": 1719,
  "ff_type": "dfrtp_1",
  "grt_overflow": 0,
  "vias": 13170,
  "comb_area_mm2": 0.007680,
  "final-setup-viol-count": 0,
  "numSynthFlops": 386,
  "syn_area_mm2": 0.01721,
  "route.antenna.diode_count": 0,
  "drive_gt1_share_pct": 4.848,
  "drv_cap": 0,
  "rows": 87,
  "die_w_um": 241.5,
  "outcome": "finished clean",
  "rsz0062_at_grt": "no",
  "core-area_mm2": 0.05650,
  "numCtsBuffers": 35,
  "period_used_pct": 44.10,
  "cp_slowest_cell": "clkdlybuf4s50_1",
  "fp_util_pct": 30.46,
  "hold_ws_ns": 0.4952,
  "worstMarginPinSlew_ns": 0.8878,
  "fill_cells": 5328,
  "htreeDepth": 2,
  "warnings": 105,
  "ant_nets": 0,
  "untimed_endpoints": 192,
  "drt_iter0_drc": 617,
  "startpoint_type": "input port",
  "cp-end-kind": "primary output",
  "place.gp.congestion": 0.8647,
  "antenna_found_initial": 1,
  "hold_start": "result[0]",
  "r2r_start": "r_multiplier[1]",
  "holdPathStages": 1,
  "grt_pass1_vias": 12770,
  "port-buffer-count": 391,
  "yosysCellCount": 1719,
  "post-dp-hpwl_um": 33300,
  "yosysTopAreaCellShare_pct": 37.37,
  "grt_pass1_wl_um": 74660,
  "cp_common_cell": "clkdlybuf4s50_1",
  "clock.latency.late_pin_ns": 0.54,
  "layout_min_cycle_time_ns": 12.13,
  "relSlewSlack_pct": 40.81,
  "avgRoutedWirePerCell_um": 16.45,
  "unclocked_regs": 128,
  "crit_type": "input port to primary output",
  "irDropWorstVdd_mv": 0.03411,
  "wl_um": 47040,
  "cpPeakStageDelay_ns": 0.51,
  "worstPathArrival_ns": 6.63,
  "worst-r2r-setup-slack_ns": 21.45,
  "crit_required_ns": 22.00,
  "synth_warnings": 1,
  "worstRegToRegCells": 20,
  "grt_max_degree": 73,
  "crit_fanout": 4,
  "yosysMostFrequentCell": "dfrtp_1",
  "top_cells_by_area": "dfrtp_1, dlxtn_1, ha_1, a22o_1, o21ai_0",
  "cts_hold_buf": 0,
  "holdPathEnd": "result[0]",
  "cts_tree": "built",
  "cts_resized": 0,
  "power_density_mw_per_mm2": 50.20,
  "drtPass1Iterations": 4,
  "slew_violations": 0,
  "grt_usage_pct": 16.48,
  "area_delta_synth_final_pct": 33.08,
  "yosysUniqueCellTypes": 67,
  "top_cells_by_count": "dfrtp_1, inv_1, nand2_1",
  "syn_area_per_cell_um2": 10.01,
  "drc_errors": 0,
  "ff_latch_area_mm2": 0.008379,
  "hold_path.class": "register to register",
  "worst_clock_skew_ns": 0.02755,
  "hold_violations": 0,
  "fmax_mhz": 82.46,
  "boundaryPins": 392
}
worst max-delay path: cells and delay by family:
kind	cells	cell delay, ns
buffers and inverters	2	0.97
AND/OR/NAND/NOR	1	0.16
through the flow:
stage | instances | util (%) | setup slack (ns) | area, um^2
after global placement | 2796 | 38.39 | 15.35 | 21690
after global routing | 2860 | 40.54 | 15.31 | 22900
final | 2860 | 40.54 | 15.37 | 22900
after detailed placement | 2796 | 38.39 | 15.38 | 21690
after CTS | 2860 | 40.54 | 15.37 | 22900
after floorplan | 1782 | - | 16.45 | 17450
routing by layer:
| metal | track usage, % | wire [um] | up-vias |
|---|---|---|---|
| met3 | 3.004 | 2283 | 72 |
| met4 | 4.028 | 1361 | 2 |
| met1 | 24.60 | 21860 | 6329 |
| met2 | 25.40 | 21530 | 285 |
| li1 | - | - | 6485 |
| met5 | 0 | 11 | - |
cells in the final DEF, fill, tap and decap left out, types with 4 or more instances in the layout:
master,n
clkdlybuf4s50_1,390
dfrtp_1,257
inv_1,170
nand2_1,158
o21ai_0,136
dlxtn_1,128
ha_1,127
a22o_1,103
nor2_1,100
mux2i_1,64
a22oi_1,64
conb_1,64
a21oi_1,36
clkbuf_16,36
xnor2_1,30
o31ai_1,28
nor4_1,26
buf_4,17
fa_1,15
o21bai_1,12
xor2_1,11
or3_1,8
a32o_1,8
clkbuf_8,8
nand4_1,6
clkinv_2,6
a221oi_1,5
nor3_1,5
nand2b_1,5
nor2b_1,5
clkbuf_1,4
cell families (layout without fill, tap and decap cells):
| kind of cell | after synthesis | in the layout | share of synthesized area, % |
|---|---|---|---|
| AOI/OAI and AO/OA | 425 | 425 | 17.28 |
| and+or+nand+nor | 338 | 338 | 8.696 |
| buffers and inverters | 320 | 642 | 8.376 |
| DFF | 258 | 258 | 37.52 |
| adders and majority gates | 144 | 144 | 11.12 |
| latches | 128 | 128 | 11.16 |
| muxes | 64 | 64 | 3.723 |
| xor gates and xnor gates | 41 | 41 | 2.087 |
| other | 1 | 64 | 0.02179 |
power breakdown:
part           switching (mW)  internal, mW
Clock                   0.181         0.291
Combinational           0.108         0.116
Sequential             0.0334         0.420
Total                   0.322         0.827
how the worst max path moves through the flow:
| stage | startpoint | endpoint | slack, ns | depth (start not counted) |
|---|---|---|---|---|
| 4_1_cts | op_clear | op_done | 15.37 | 3 |
| 6_report | op_clear | op_done | 15.37 | 3 |
| 5_1_grt | op_clear | op_done | 15.31 | 3 |
flip-flops by register name, summed over array words and instances, names as in the netlist:
signal,flops
count,64
next_count,64
r_multiplicand,64
r_multiplier,65
result,127
state,2
cell type report:
type | instances | area share, %
sequential | 386 | 36.59
multi-input combinational | 1076 | 33.53
timing repair buffer | 408 | 17.67
clock buffer | 48 | 4.480
tap | 756 | 4.130
inverter | 170 | 2.786
clock inverter | 16 | 0.8140
No activity file was given, so power comes from the tool's default toggle rates.
